**/design/flow/design.v**
```verilog
`timescale 1ns / 1ps
module CONTROLLER(
input CLK100MHZ,
input CLKSLOW,
input [15:0] ir_inst,
input dp_zf_flag,
output reg pc_load,
output reg pc_clear,
output reg pc_inc,
output reg ir_load,
output reg mb_sel,
output reg [7:0] mb_addr,
output reg mb_read,
output reg mb_write,
output reg [7:0] dp_imm,
output reg [1:0] dp_sel,
output reg [3:0] dp_write_addr,
output reg dp_write,
output reg [3:0] dp_a_addr,
output reg dp_a_read,
output reg [3:0] dp_b_addr,
output reg dp_b_read,
output reg [3:0] dp_alu_sel,
output reg [3:0] state
);
reg [3:0] n_state;
initial n_state = 4'h0;
initial state = 4'h0;
always@(posedge CLKSLOW) begin
    state = n_state;
end
always@(state) begin
    case(state)
    4'h0:   begin    
                dp_write = 1'b0;     
                dp_a_read = 1'b0;
                dp_b_read = 1'b0;
                mb_read = 1'b0;
                mb_write = 1'b0;
                ir_load = 1'b0;
                pc_load = 1'b0;
                pc_clear = 1'b0;
                pc_inc = 1'b0;
                n_state = 4'h1;
            end
    4'h1:   begin    
                mb_sel = 1'b0;
                mb_read = 1'b1;
                ir_load = 1'b1;
                pc_inc = 1'b1;
                n_state = 4'h2;
            end
    4'h2:   begin    
                mb_read = 1'b0;
                ir_load = 1'b0;
                pc_inc = 1'b0;
                if(ir_inst[15:12] < 4'h8) begin
                    dp_sel = 2'b00;      
                    n_state = 4'h7;
                end
                if(ir_inst[15:12] == 4'h8) begin
                    dp_sel = 2'b10;      
                    dp_imm = ir_inst[7:0];
                    n_state = 4'h4;
                end
                if( (ir_inst[15:12] == 4'h9) ) begin
                    dp_sel = 2'b01;      
                    n_state = 4'h5;
                end
                if( (ir_inst[15:12] == 4'hA) ) begin
                    dp_sel = 2'b01;      
                    n_state = 4'h6;
                end
            end
    4'h3:   begin    
                dp_alu_sel = ir_inst[15:12];
                n_state = 4'h4;   
            end
    4'h4:   begin    
                dp_write_addr = ir_inst[11:8];
                dp_write = 1'b1;
                n_state = 4'hF;
            end
    4'h5:   begin    
                mb_sel = 1'b1;
                mb_addr = ir_inst[7:0];
                mb_read = 1'b1;
                n_state = 4'h4;
            end
    4'h6:   begin    
                dp_a_addr = ir_inst[11:8];
                dp_a_read = 1'b1;
                mb_sel = 1'b1;
                mb_addr = ir_inst[7:0];
                mb_write = 1'b1;
                n_state = 4'hF;
            end
    4'h7:   begin    
                dp_a_addr = ir_inst[7:4];
                dp_b_addr = ir_inst[3:0];
                dp_a_read = 1'b1;
                dp_b_read = 1'b1;
                if(ir_inst[15:12] < 4'h8) begin
                    n_state = 4'h3;
                end
            end
    4'hF:   begin    
                n_state = 4'hF;
            end
    endcase
end
endmodule
`timescale 1ns / 1ps
module CONTROL_UNIT(
input CLK100MHZ,
input dp_zf_flag,
input [15:0] mb_data_out,
output mb_sel,
output [7:0] mb_addr,
output mb_read,
output mb_write,
output [7:0] pc_addr,
output [7:0] dp_imm,
output [1:0] dp_sel,
output [3:0] dp_write_addr,
output dp_write,
output [3:0] dp_a_addr,
output dp_a_read,
output [3:0] dp_b_addr,
output dp_b_read,
output [3:0] dp_alu_sel,
output [3:0] state
);
wire CLKSLOW;
wire pc_load;
wire pc_clear;
wire pc_inc;
wire ir_load;
wire [15:0] ir_inst;
IR IR_I(
.CLK        (CLK100MHZ),
.load       (ir_load),
.inst_in    (mb_data_out),
.inst_out   (ir_inst)
);
PC PC_INST(
.CLK         (CLK100MHZ),
.load        (pc_load),
.clear       (pc_clear),
.inc         (pc_inc),
.offset      (ir_inst[7:0]),
.address_out (pc_addr)
);
CTRL_CLK CTRLK_CLK_I(
.CLK100MHZ      (CLK100MHZ),
.SLWCLK         (CLKSLOW)
);
CONTROLLER CTRL_I(
.CLK100MHZ      (CLK100MHZ),
.CLKSLOW        (CLKSLOW),
.ir_inst        (ir_inst),
.dp_zf_flag     (dp_zf_flag),
.pc_load        (pc_load),
.pc_clear       (pc_clear),
.pc_inc         (pc_inc),
.ir_load        (ir_load),
.mb_sel         (mb_sel),
.mb_addr        (mb_addr),
.mb_read        (mb_read),
.mb_write       (mb_write),
.dp_imm         (dp_imm),
.dp_sel         (dp_sel),
.dp_write_addr  (dp_write_addr),
.dp_write       (dp_write),
.dp_a_addr      (dp_a_addr),
.dp_a_read      (dp_a_read),
.dp_b_addr      (dp_b_addr),
.dp_b_read      (dp_b_read),
.dp_alu_sel     (dp_alu_sel),
.state          (state)
);
endmodule
`timescale 1ns / 1ps
module CTRL_CLK(
input CLK100MHZ,
output reg SLWCLK
);
reg [3:0] CTR;
initial CTR = 4'h0;
initial SLWCLK = 1'b0;
always@(posedge CLK100MHZ) begin
    CTR = CTR + 4'h1;
    if(CTR == 4'h8) SLWCLK = ~SLWCLK;
end
endmodule
`timescale 1ns / 1ps
module IR(
input CLK,
input load,
input       [15:0] inst_in,
output reg  [15:0] inst_out,
output flag
);
reg load_flag;
reg clkgate;
initial inst_out = 16'hzzzz;
initial load_flag = 1'b0;
initial clkgate = 1'b0;
assign flag = load_flag;
endmodule
module  clockgate (
    gclk,                       
    clk,                        
    enable,                     
    scan_enable                 
);
output         gclk;            
input          clk;             
input          enable;          
input          scan_enable;     
wire    enable_in =   (enable | scan_enable);
reg     enable_latch;
always @(clk or enable_in)
  if (~clk)
    enable_latch <= enable_in;
assign  gclk      =  (clk & enable_latch);
endmodule  
`timescale 1ns / 1ps
module PC(
input CLK,
input load,
input clear,
input inc,
input [7:0] offset,
output [7:0] address_out,
output [2:0] flag    
);
reg [7:0] count;
reg inc_flag, load_flag, clear_flag;
initial count = 8'h00;
assign address_out = count;
assign flag = {inc_flag, load_flag, clear_flag};
initial begin
    inc_flag = 1'b0;
    load_flag = 1'b0;
    clear_flag = 1'b0;
end
always@(inc) begin
    if(inc) inc_flag = 1'b1;
    else    inc_flag = 1'b0;
end
always@(load) begin
    if(load)    load_flag = 1'b1;
    else        load_flag = 1'b0;
end
always@(clear) begin
    if(clear)   clear_flag = 1'b1;
    else        clear_flag = 1'b0;
end
always@(posedge CLK) begin
    case({inc_flag, load_flag, clear_flag})
        3'b100: begin
                count = count + 8'h01;
                inc_flag = 1'b0;  
        end
        3'b010: begin
                count = count + offset - 8'h01;
                load_flag = 1'b0;
        end
        3'b001: begin
                count = 8'h00;
                clear_flag = 1'b0;
        end
        default: count = count;    
    endcase
end
endmodule
```
**/design/flow/run.sh**
```bash
#!/bin/bash
# OpenROAD 26Q1-2900-gdf79404cd8, Yosys 0.63+post, stock flow scripts
make -C /OpenROAD-flow-scripts/flow DESIGN_CONFIG=/design/flow/config.mk WORK_HOME=/design/flow/orfs finish
```
**/design/flow/config.mk**
```make
export PLATFORM = sky130hd
export DESIGN_NAME = CONTROL_UNIT
export DESIGN_NICKNAME = CONTROL_UNIT
export VERILOG_FILES = /design/flow/design.v
export SDC_FILE = /design/flow/constraint.sdc
export NUM_CORES = 4
export LEC_CHECK = 1
export CORE_AREA = 10 10 83 83
export DIE_AREA = 0 0 93 93
```
**/design/flow/constraint.sdc**
```tcl
current_design CONTROL_UNIT

set clk_period 1.1
set clk_io_pct 0.2

create_clock -name clk0 -period $clk_period [get_ports {CLK100MHZ}]

set non_clock_inputs [all_inputs -no_clocks]
set_input_delay [expr $clk_period * $clk_io_pct] -clock clk0 $non_clock_inputs
set_output_delay [expr $clk_period * $clk_io_pct] -clock clk0 [all_outputs]
```
==> flow_summary.html <==
<p>Metrics extracted from the flow reports.</p>
<table>
<tr><th>Metric</th><th>Value</th></tr>
<tr><th colspan="2">Worst setup path</th></tr>
<tr><td>Cell family with most CP delay</td><td>flip-flops</td></tr>
<tr><td>Number of buffers and inverters on the critical path</td><td>0</td></tr>
<tr><td>Ordered list of cells on the worst path</td><td>ha_4 &gt; and2_4 &gt; nand4bb_1 &gt; o21ai_1</td></tr>
<tr><td>Kind of critical path</td><td>register to register</td></tr>
<tr><td>Arrival @ worst endpoint</td><td>1.04 ns</td></tr>
<tr><td>Data required time of the worst path</td><td>1.03 ns</td></tr>
<tr><td>Element type at the critical path end</td><td>register</td></tr>
<tr><td>CP max stage cell</td><td>sky130_fd_sc_hd__dfxtp_4</td></tr>
<tr><td>Maximum cell stage delay along the critical path</td><td>0.35 ns</td></tr>
<tr><td>Biggest fanout along the worst timing path</td><td>3</td></tr>
<tr><td>CP startpoint kind</td><td>register</td></tr>
<tr><th colspan="2">Final layout</th></tr>
<tr><td>Dominant logic cell type in the layout</td><td>sky130_fd_sc_hd__conb_1</td></tr>
<tr><td>Most common logic cells in the final layout</td><td>sky130_fd_sc_hd__conb_1, sky130_fd_sc_hd__dlxtn_1, sky130_fd_sc_hd__clkdlybuf4s50_1</td></tr>
<tr><td>Final design area excluding fillers</td><td>1060 µm²</td></tr>
<tr><td>Utilization after layout</td><td>0.206</td></tr>
<tr><td>Layout cell share with drive strength beyond 1</td><td>0.0945</td></tr>
<tr><td>Area delta synth-&gt;final</td><td>9.28%</td></tr>
<tr><th colspan="2">Detailed routing</th></tr>
<tr><td>Post-DR wirelength/cell</td><td>8.17 µm</td></tr>
<tr><td>Post-detailed-routing wire length</td><td>1610 µm</td></tr>
<tr><td>Routed met1 length</td><td>716 µm</td></tr>
<tr><td>Diodes inserted</td><td>0</td></tr>
<tr><td>Iteration tally of the first detailed-router pass</td><td>4</td></tr>
<tr><td>Routed vias</td><td>580</td></tr>
<tr><td>Routed vias/inst</td><td>2.94</td></tr>
<tr><td>Final antenna-violating net count</td><td>0</td></tr>
<tr><td>Detailed route wirelength on metal3</td><td>166 µm</td></tr>
<tr><td>Top routing layer in use</td><td>met3</td></tr>
<tr><td>Violation count after the first detailed-route iteration</td><td>12</td></tr>
<tr><td>Number of DRC violations after detailed routing</td><td>0</td></tr>
<tr><td>Met2 wire length</td><td>727 µm</td></tr>
<tr><th colspan="2">Yosys</th></tr>
<tr><td>Cell type with the highest aggregate area in the netlist</td><td>sky130_fd_sc_hd__buf_4</td></tr>
<tr><td>Count of flip-flops with a built-in enable after synthesis</td><td>1</td></tr>
<tr><td>Number of warnings issued by yosys</td><td>9</td></tr>
<tr><td>Total standard cell area after synthesis</td><td>971 µm²</td></tr>
<tr><td># Cells Yosys</td><td>114</td></tr>
<tr><td>Cell count after synthesis</td><td>114</td></tr>
<tr><td>Yosys chip area</td><td>971 µm²</td></tr>
<tr><td>Primary flip-flop cell chosen by synthesis mapping</td><td>sky130_fd_sc_hd__dlxtn_1</td></tr>
<tr><td>FFs w/ async S/R, synth</td><td>0</td></tr>
<tr><td>Number of library cell types mapped by synthesis</td><td>29</td></tr>
<tr><td>Top area contributor share</td><td>0.332</td></tr>
<tr><td>Synthesized area per cell</td><td>8.52 µm²</td></tr>
<tr><td>Largest cells by area after synthesis</td><td>sky130_fd_sc_hd__buf_4, sky130_fd_sc_hd__dfxtp_1, sky130_fd_sc_hd__dlxtn_1, sky130_fd_sc_hd__edfxtp_1, sky130_fd_sc_hd__nand2_1</td></tr>
<tr><td>Flip-flop and latch count after synthesis</td><td>19</td></tr>
<tr><th colspan="2">Flow run</th></tr>
<tr><td>Number of warnings the tools reported</td><td>45</td></tr>
<tr><td>Max capacitance violation total</td><td>0</td></tr>
<tr><th colspan="2">CTS</th></tr>
<tr><td>CTS root buf</td><td>sky130_fd_sc_hd__clkbuf_8</td></tr>
<tr><td>Post-CTS Hold Fix Bufs</td><td>0</td></tr>
<tr><td>Post-CTS repair timing setup buffer count</td><td>0</td></tr>
<tr><td>Clock tree from TritonCTS</td><td>built</td></tr>
<tr><td>Clock-pin slew reported for the worst setup and hold paths after clock tree synthesis</td><td>0.04 ns</td></tr>
<tr><td>Max H-tree Level</td><td>1</td></tr>
<tr><td>TritonCTS Buffers</td><td>3</td></tr>
<tr><td>Skew-Pair Late Insertion Delay</td><td>0.22 ns</td></tr>
<tr><td>Maximum clock insertion buffer count</td><td>2</td></tr>
<tr><th colspan="2">Final timing</th></tr>
<tr><td>Setup Viol. Count Final</td><td>1</td></tr>
<tr><td>Cycle use final</td><td>1.01</td></tr>
<tr><td>Highest achievable clock rate</td><td>901 MHz</td></tr>
<tr><td>Setup Skew</td><td>0.00411 ns</td></tr>
<tr><td>RSZ-0062 raised after global routing</td><td>true</td></tr>
<tr><td>Clock period minus worst slack</td><td>1.11 ns</td></tr>
<tr><td>Count of final max-slew check failures</td><td>0</td></tr>
<tr><td>Post-layout worst setup margin</td><td>-0.0101 ns</td></tr>
<tr><td>Endpoints left unconstrained</td><td>24</td></tr>
<tr><td>Final Hold Violation Tally</td><td>0</td></tr>
<tr><td>Register pins left without a clock</td><td>14</td></tr>
<tr><th colspan="2">Status</th></tr>
<tr><td>Outcome</td><td>finished with violations</td></tr>
<tr><td>Violated checks</td><td>negative setup slack</td></tr>
<tr><th colspan="2">Floorplan</th></tr>
<tr><td>Core box area</td><td>5140 µm²</td></tr>
<tr><td>Standard-cell row count</td><td>26</td></tr>
<tr><td>Die outline width</td><td>93 µm</td></tr>
<tr><td>Boundary pin count</td><td>70</td></tr>
<tr><td>Floorplan die area</td><td>8650 µm²</td></tr>
<tr><td>Share of the core filled by cells before placement</td><td>0.189</td></tr>
<tr><td>Vertical die size</td><td>93 µm</td></tr>
<tr><th colspan="2">Power</th></tr>
<tr><td>Peak supply drop</td><td>0.000995 V</td></tr>
<tr><td>Leakage Power</td><td>0.441 nW</td></tr>
<tr><td>Power per unit of standard cell area</td><td>499 nW/µm²</td></tr>
<tr><th colspan="2">Worst hold path</th></tr>
<tr><td>Hold/Removal Path Class</td><td>register to register</td></tr>
<tr><th colspan="2">Place</th></tr>
<tr><td>Placed Instance Area</td><td>1010 µm²</td></tr>
<tr><td>PortBufs</td><td>10</td></tr>
<tr><td>Weighted congestion reported at the end of routability-driven placement</td><td>0.746</td></tr>
<tr><td>Sum of net half-perimeters after detailed placement</td><td>1330 µm</td></tr>
<tr><th colspan="2">Global route</th></tr>
<tr><td>Number of antenna violations at the first check in global routing</td><td>0</td></tr>
<tr><td>Pin count of the biggest net entering global routing</td><td>18</td></tr>
<tr><td>Overflow left after global routing</td><td>0</td></tr>
<tr><td>Global-route wire length before repair</td><td>2430 µm</td></tr>
<tr><td>Vias in the first global route</td><td>536</td></tr>
<tr><td>Overall routing resource usage</td><td>0.0322</td></tr>
</table>
final timing paths:
check                                        start                  to  slack, ns  cells after the start
worst min register to register  CTRLK_CLK_I.CTR[0]  CTRLK_CLK_I.CTR[0]       0.43                      1
worst max register to register  CTRLK_CLK_I.CTR[1]  CTRLK_CLK_I.SLWCLK      -0.01                      4
worst min-delay path            CTRLK_CLK_I.CTR[0]  CTRLK_CLK_I.CTR[0]       0.43                      1
worst max-delay path            CTRLK_CLK_I.CTR[1]  CTRLK_CLK_I.SLWCLK      -0.01                      4
kinds of logic (layout without fill, tap and decap cells):
kind of cell             count (synthesis)  in the layout  synth area share
other                                    1             42           0.00386
flip-flops                               9              9             0.196
XOR/XNOR                                 2              2            0.0180
latches                                 10             10             0.155
adder cells (fa/ha/maj)                  2              2            0.0258
buffers and inverters                   48             20             0.367
AND/OR/NAND/NOR                         29             29             0.155
AND-OR/OR-AND                           13             13            0.0799
state kept, by name (all words and copies together) (netlist names):
register            flops
CTRLK_CLK_I.CTR         4
CTRL_I.n_state          4
CTRL_I.state            4
CTRLK_CLK_I.SLWCLK      1
CTRL_I.dp_a_read        1
CTRL_I.dp_b_read        1
CTRL_I.dp_write         1
CTRL_I.mb_read          1
CTRL_I.mb_sel           1
CTRL_I.mb_write         1
cells in the mapped netlist (2+ instances only):
master	number
sky130_fd_sc_hd__nor3_1	3
sky130_fd_sc_hd__nand3_1	3
sky130_fd_sc_hd__a21oi_1	2
sky130_fd_sc_hd__buf_4	43
sky130_fd_sc_hd__dlxtn_1	10
sky130_fd_sc_hd__o21ai_0	5
sky130_fd_sc_hd__buf_6	2
sky130_fd_sc_hd__and2_1	2
sky130_fd_sc_hd__o21ai_1	2
sky130_fd_sc_hd__ha_1	2
sky130_fd_sc_hd__nand2_1	7
sky130_fd_sc_hd__nor2_1	6
sky130_fd_sc_hd__inv_1	3
sky130_fd_sc_hd__dfxtp_1	8
sky130_fd_sc_hd__or2b_1	2
cell type report:
cell class	instances	area (µm²)
clock buffer	4	45.0
fill	599	4080
inverter	3	11.3
multi-input combinational	88	447
sequential	19	348
tap	70	87.6
timing repair buffer	13	123
metrics by stage:
step           setup slack (ns)  cells  power, W  hold WS, ns  setup TNS (ns)
6_report                -0.0101    197  0.000529        0.430         -0.0101
5_1_grt                 -0.0811    197  0.000570        0.446         -0.0811
4_1_cts                 -0.0238    197  0.000547        0.435         -0.0238
3_5_place_dp            -0.0181    193  0.000201        0.421         -0.0181
3_3_place_gp           -0.00920    193  0.000202        0.416        -0.00920
2_1_floorplan           0.00448    155  0.000294        0.413               0
timing repair:
item	4_1_cts	5_1_grt
resized	2	1
pin swaps	3	1
endpoints found under the setup margin	1	1
power by group:
part           internal [W]  leakage, nW    total, W  switching (W)
logic                     0        0.264  0.00000864     0.00000864
registers          0.000183        0.154    0.000183              0
clock network      0.000249       0.0228    0.000338      0.0000893
total              0.000431        0.441    0.000529      0.0000980
routing by layer:
layer  up-vias  track usage
met2        27       0.0537
met5         -            0
met4         0      0.00129
li1        310            -
met1       243       0.0369
met3         0       0.0186
Power and IR drop assume default switching activity.
